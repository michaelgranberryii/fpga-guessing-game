==> flow/config.mk <==
export PLATFORM = sky130hd
export DESIGN_NAME = decoder
export DESIGN_NICKNAME = decoder
export VERILOG_FILES = /design/flow/design.v
export SDC_FILE = /design/flow/constraint.sdc
export NUM_CORES = 4
export LEC_CHECK = 1
export CORE_UTILIZATION = 50
==> flow/constraint.sdc <==
current_design decoder

set clk_period 4.1
set clk_io_pct 0.2

create_clock -name clk0 -period $clk_period [get_ports {clk}]

set non_clock_inputs [all_inputs -no_clocks]
set_input_delay [expr $clk_period * $clk_io_pct] -clock clk0 $non_clock_inputs
set_output_delay [expr $clk_period * $clk_io_pct] -clock clk0 [all_outputs]
==> flow/design.v <==
`timescale 1ns / 1ps
module debounce
    #(
        parameter clk_freq = 50_000_000,
        parameter stable_time = 10
    )
    (
        input logic clk,
        input logic rst,
        input logic button,
        output logic result
    );
    logic sig;
    logic [31:0] count;
    localparam max_delay = clk_freq*stable_time/1024;
    always_ff @( posedge clk, posedge rst ) begin
        if (rst) begin
            sig <= 1'b0;
            count <= 0;
        end
        else begin
            if (button) begin
                if (count == max_delay) begin
                    sig <= 1'b1;
                end
                count <= count + 1;
            end
            else begin
                sig <= 1'b0;
                count <= 0;
            end
        end
    end
    assign result = sig;
endmodule
module decoder 
#(
    parameter clk_freq = 50_000_000,
    parameter stable_time = 10
)
(
    input logic clk,
    input logic rst,
    input logic [3:0] row,
    output logic [3:0] col,
    output logic [15:0] keys
);
localparam keypad_size = 16;
localparam max_delay = 16;
logic [3:0] row_int;
logic [(keypad_size-1):0] keys_int;
logic [(keypad_size-1):0] keys_stored;
logic [(keypad_size-1):0] presses;
logic [31:0] count;
genvar i;
generate
    for (i = 0; i<keypad_size; i++) begin
       debounce
    #(
        .clk_freq(clk_freq),
        .stable_time(stable_time)
    )
    db_i
    (
        .clk(clk),
        .rst(rst),
        .button(keys_stored[i]),
        .result(keys[i])
    ); 
    end    
endgenerate
always_ff @(posedge clk) begin : synchronizer
    if (rst) begin
        row_int <= 0;
    end
    else begin
        row_int <= row;
    end
end
integer  j;
always_ff @( posedge rst, posedge clk ) begin : capture_keys 
    if (rst) begin
        col <= 4'b1111;
        keys_int <= 0;
        keys_stored <= 0;
        count <= 0;
        presses <= 0;
    end
    else begin
        presses <= 0;
        if (count < max_delay-1) begin  
            count <= count + 1;
        end
        else begin
            count <= 0;
            case (col)
                4'b1111: begin     
                    for (j = 0; j < keypad_size; j++) begin
                        if (keys_int[j] == 1) begin
                            presses <= presses + 1;
                        end
                    end
                    if (presses < 2) begin
                        keys_stored <= keys_int;
                    end
                    else begin
                        keys_stored <= 0;
                    end
                    keys_int <= 0;
                    col <= 4'b0111;
                end
                4'b0111: begin
                    keys_int[1] <= ~row_int[3];
                    keys_int[4] <= ~row_int[2];
                    keys_int[7] <= ~row_int[1];
                    keys_int[0] <= ~row_int[0];
                    col <= 4'b1011;
                end
                4'b1011: begin
                    keys_int[2] <= ~row_int[3];
                    keys_int[5] <= ~row_int[2];
                    keys_int[8] <= ~row_int[1];
                    keys_int[15] <= ~row_int[0];
                    col <= 4'b1101;
                end
                4'b1101: begin
                    keys_int[3] <= ~row_int[3];
                    keys_int[6] <= ~row_int[2];
                    keys_int[9] <= ~row_int[1];
                    keys_int[14] <= ~row_int[0];
                    col <= 4'b1110;
                end
                4'b1110: begin
                    keys_int[10] <= ~row_int[3];
                    keys_int[11] <= ~row_int[2];
                    keys_int[12] <= ~row_int[1];
                    keys_int[13] <= ~row_int[0];
                    col <= 4'b1111;
                end
            endcase
        end
    end
end
endmodule
==> flow/run.sh <==
#!/bin/bash
# OpenROAD 26Q1-2900-gdf79404cd8, Yosys 0.63+post, stock flow scripts
make -C /OpenROAD-flow-scripts/flow DESIGN_CONFIG=/design/flow/config.mk WORK_HOME=/design/flow/orfs finish
==> Table 3: Implementation characteristics <==
Summary of implementation characteristics

Parameter                              Value

Outcome
  Status    completed

Power
  Static Leakage    14.6 nW
  Worst IR drop on VDD    292 uV
  Power density normalized to cell area    359 nW/um^2

Routing
  Average vias per placed instance    5.48
  Detailed-routing iteration count for the pre-antenna-repair pass    5
  DRC viols    0
  Wirelength, routed    57100 um
  Post-DRT Antenna Nets    0
  Diodes inserted    0
  Detailed-route via count    21400
  Iter 0 DRT Violations    1120
  Average wire per cell in the routed design    14.6 um

Die
  Die boundary height    251 um
  Core Box Area    60700 sq um
  Core Util at FP    0.510
  Chip footprint    62900 sq um
  Number of placement rows    90
  Width of the chip    251 um
  Count of pins on the block boundary    26

Logic synthesis
  Post-synthesis instance area    30900 sq um
  Yosys-reported design area after synthesis    30900 sq um
  Synth cell types    59
  Average instance area after synthesis    10.2 sq um
  #FFs+latches synth    616
  Async set-reset flop share out of synthesis    0.994
  Yosys warning total    2
  Gate count of the mapped netlist    3044
  Flip-flops with a built-in enable    0
  Post-synth seq share    0.498
  Total cells reported by yosys after synthesis    3044
  Leading register cell type out of synthesis    dfrtp_1

STA
  Worst relative slew slack    0.412
  Achievable frequency    375 MHz
  Count of pins over their slew limit    0
  Post-layout period usage of the worst path    0.650
  RSZ-0062 raised after global routing    false
  Tmin final    2.67 ns
  Worst-Margin Slew    0.879 ns
  Worst clock skew    0.0162 ns
  Final-report setup violation count    0
  Final hold viol count    0

Clocking
  H-tree levels    3
  Number of buffers on the longest clock path    3
  Post-CTS Setup Repair Bufs    0
  Number of cells upsized or downsized after cts    0
  TritonCTS clock tree    done
  Sinks on Clock Net    616
  Post-CTS Hold Fix Bufs    0
  Clock slew at the register clock pins of the worst setup and hold paths    0.06 ns
  Clock buffers created by TritonCTS    69
  CTS Root Buffer Type    clkbuf_16
  Insertion Delay late pin    0.60 ns

Hold path
  Worst hold path cell count    1
  Class of the tightest hold or removal check    flip-flop to flip-flop

Critical path
  Worst endpoint required time    3.28 ns
  Crit path launch type    flip-flop
  Dominant delay contributor by cell family on the critical path    flip-flops
  Worst Reg-to-Reg Cells    6
  Worst path max stage delay    0.63 ns
  Setup crit end kind    output pin
  Biggest fanout along the worst timing path    11
  Count of cell instances traversed by the critical path    1
  Arrival time reported for the critical path endpoint    1.85 ns
  Critical Path, Cell by Cell    clkdlybuf4s50_1
  Critical path class    flip-flop to output pin
  Buffers plus inverters on the worst setup path    1
  Slowest library cell on the worst path    dfstp_2

Final layout
  Fill cell total of the finished layout    4918
  Fraction of layout cells with a size suffix above 1    0.0698
  End-of-flow core utilization    0.564
  Area grow syn2layout    10.7%
  Final std cells w/o fill    3907

Job
  Maximum capacitance violations    0
  Warning total across the stage logs    44

Placement
  Detail Placement HPWL    36000 um
  Number of instances in the placed design    3786
  PortBufs    25
  Placer Congestion    0.836

Global route
  Global-route wire length before repair    101000 um
  GRT Overall Usage    0.198
  GRT overflow    0
  Largest net degree at the start of global routing    104
  Number of global-route vias before repair    20900
  Antenna violations before repair    0
## through the flow
stage / power (W) / setup TNS [ns] / setup WS, ns / hold WS, ns / instance area [sq um]
global placement: 0.00636 / 0 / 1.65 / 0.450 / 32000
finish: 0.0123 / 0 / 1.43 / 0.477 / 34200
detailed placement: 0.00637 / 0 / 1.64 / 0.470 / 32000
CTS: 0.0125 / 0 / 1.38 / 0.477 / 34200
floorplan: 0.00631 / -3092.09 / -5.07 / 0.433 / 31000
global route: 0.0127 / 0 / 1.36 / 0.511 / 34200
## cell families (layout without fill, tap and decap cells)
| family | Yosys count | in the layout | share of synthesized area |
|---|---|---|---|
| AND-OR/OR-AND | 164 | 164 | 0.0319 |
| XOR/XNOR | 426 | 426 | 0.121 |
| adder cells (fa/ha/maj) | 34 | 34 | 0.0138 |
| buffers and inverters | 180 | 234 | 0.0245 |
| flip-flops | 616 | 616 | 0.498 |
| multiplexers | 19 | 19 | 0.00680 |
| other | 1 | 28 | 0.000121 |
| AND/OR/NAND/NOR | 1604 | 1604 | 0.304 |
## placed cells by master (no fill, tap or decap), drive strengths merged, types with 4 or more instances in the layout
master | synthesis | routed
nand2b | 11 | 11
and2 | 345 | 345
xor2 | 144 | 144
nand4 | 186 | 186
nand2 | 182 | 182
ha | 34 | 34
or2 | 8 | 8
and3 | 84 | 84
clkdlybuf4s50 | 0 | 25
o21a | 12 | 12
inv | 57 | 62
clkbuf | 93 | 105
o21ai | 79 | 79
nor2 | 171 | 171
nor4b | 26 | 26
nor2b | 50 | 50
mux2 | 16 | 16
and4 | 44 | 44
conb | 1 | 28
xnor2 | 282 | 282
or4 | 13 | 13
nor3 | 64 | 64
nor4 | 122 | 122
or3 | 61 | 61
clkinv | 0 | 9
a21boi | 38 | 38
a21oi | 21 | 21
dfrtp | 608 | 608
dfstp | 4 | 4
dfxtp | 4 | 4
buf | 30 | 31
nand4b | 8 | 8
nand3 | 218 | 218
## power by group
part / internal [W] / leakage (nW) / switching (W) / total [W]
registers: 0.00610 / 8.51 / 0.00000651 / 0.00610
logic: 0.0000196 / 4.99 / 0.000123 / 0.000143
clock network: 0.00360 / 1.11 / 0.00244 / 0.00604
total: 0.00972 / 14.6 / 0.00257 / 0.0123
## synthesized netlist by cell type, types with 12 or more instances
cell type / n / share of area
a21boi_0: 28 / 0.0068
a21oi_1: 21 / 0.0034
and2_1: 345 / 0.070
and3_1: 82 / 0.017
and4_1: 44 / 0.012
buf_4: 18 / 0.0044
clkbuf_1: 93 / 0.011
dfrtp_1: 608 / 0.49
ha_1: 34 / 0.014
inv_1: 56 / 0.0068
mux2_2: 16 / 0.0058
nand2_1: 181 / 0.022
nand3_1: 214 / 0.035
nand4_1: 180 / 0.036
nor2_1: 171 / 0.021
nor2b_1: 50 / 0.010
nor3_1: 53 / 0.0086
nor4_1: 102 / 0.021
nor4_4: 12 / 0.0083
nor4b_1: 26 / 0.0074
o21a_1: 12 / 0.0029
o21ai_0: 79 / 0.013
or3_1: 61 / 0.012
xnor2_1: 282 / 0.080
xor2_1: 144 / 0.041
## cell type report
class,instances,area (sq um),share of cell area
clock buffer,105,2100,0.0615
clock inverter,16,128,0.00373
inverter,57,220,0.00643
multi-input combinational,2275,14900,0.435
sequential,616,15400,0.450
tap,782,978,0.0286
timing repair buffer,56,533,0.0156
## metal layers
layer	up-vias	share of wire	global-route usage
met5	-	0	0
met4	0	0.019	0.0352
met3	76	0.036	0.0324
met2	217	0.43	0.287
met1	10500	0.51	0.333
li1	10700	-	-
## worst reg2reg max path: cells and delay by family, from the launching register on
kind,cells,cell delay (ns)
compound gates,1,0.15
flops,1,0.39
fa+ha+maj,1,0.23
simple gates,4,1.42
## final timing paths
| path | startpoint | end | slack [ns] |
|---|---|---|---|
| setup / recovery | col[2] | col[2] | 1.43 |
| max in group asynchronous | rst | genblk1[11].db_i.count[14] | 2.31 |
| hold reg to reg | count[0] | count[0] | 0.48 |
| min in group asynchronous | rst | genblk1[9].db_i.count[19] | 0.65 |
| setup reg to reg | genblk1[12].db_i.count[0] | genblk1[12].db_i.count[30] | 1.84 |
| hold / removal | count[0] | count[0] | 0.48 |
## sequential cells by signal (all words and copies together) (netlist names)
name,cells
genblk1.db_i.count,512
count,32
genblk1.db_i.sig,16
keys_int,16
keys_stored,16
presses,16
col,4
row_int,4
Power is estimated from default activity; no workload was simulated.
